`./config.mk`:
```
export PLATFORM = sky130hd
export DESIGN_NAME = ES_and_ALU_sub1_b
export DESIGN_NICKNAME = ES_and_ALU_sub1_b
export VERILOG_FILES = /design/flow/design.v
export SDC_FILE = /design/flow/constraint.sdc
export NUM_CORES = 4
export LEC_CHECK = 1
export CORE_UTILIZATION = 30
```
`./constraint.sdc`:
```
current_design ES_and_ALU_sub1_b

set clk_period 45.5
set clk_io_pct 0.2

create_clock -name clk0 -period $clk_period [get_ports {clk}]

set non_clock_inputs [all_inputs -no_clocks]
set_input_delay [expr $clk_period * $clk_io_pct] -clock clk0 $non_clock_inputs
set_output_delay [expr $clk_period * $clk_io_pct] -clock clk0 [all_outputs]
```
`./design.v`:
```
`timescale 1ns / 1ps
module ES_and_ALU_sub1_b(
    input clk,
	 input reset,
	 input stackSrc,
	 input [15:0] valIn,
    input [1:0] ESOp,
    input ESAct,
	 input [1:0] dupAmt,
	 input popAmt,
    input [1:0] ALUOp,
    output [15:0] ALUOut,
	 output zero_out,
	 output ovflw_out
    );
wire [15:0] stack_reg_a;
wire [15:0] stack_reg_b;
wire [15:0] reg_alu_a;
wire [15:0] reg_alu_b;
reg [15:0] stack_input;
ex_stack ES (
    .pushVal(stack_input),
    .popNum(popAmt),
    .dupNum(dupAmt),
    .outA(stack_reg_a),
    .outB(stack_reg_b),
    .ESOp(ESOp),
	 .ESAct(ESAct),
	 .clk(clk)
	 );
alu16b ALU (
	 .a(reg_alu_a),
    .b(reg_alu_b),
    .op(ALUOp),
    .r(ALUOut),
	 .ovflw(ovflw_out),
	 .zero(zero_out)
	 );
register A (
    .regWrite(1'b1), 
    .clk(clk), 
	 .reset(reset),
    .w_data(stack_reg_a), 
    .r_data(reg_alu_a)
    );
register B (
    .regWrite(1'b1), 
    .clk(clk), 
	 .reset(reset),
    .w_data(stack_reg_b), 
    .r_data(reg_alu_b)
    );
	always @ (stackSrc, valIn, ALUOut) begin
		if(stackSrc == 0)
			stack_input <= valIn;
		else
			stack_input <= ALUOut;
	end
endmodule
`timescale 1ns / 1ps
module add1b(
    input a,
    input b,
    input ci,
    output r,
    output co
    );
	 assign r = (ci & ~a & ~b) | (~ci & a & ~b) | (~ci & ~a & b) | (ci & a & b);
	 assign co = (ci & a) | (ci & b) | (a & b);
endmodule
`timescale 1ns / 1ps
module alu16b(
    input [15:0] a,
    input [15:0] b,
    input [1:0] op,
    output [15:0] r,
	 output ovflw,
	 output zero
    );
	 wire co0;
	 wire co1;
	 wire co2;
	 wire co3;
	 wire co4;
	 wire co5;
	 wire co6;
	 wire co7;
	 wire co8;
	 wire co9;
	 wire co10;
	 wire co11;
	 wire co12;
	 wire co13;
	 wire co14;
	 wire co15;
	 wire isLess;
	alu1b A (
    .a(a[0]), 
    .b(b[0]), 
    .ci(op[1]), 
    .op(op), 
    .less(isLess),
	 .set(),
    .r(r[0]), 
    .co(co0)
    );
	 alu1b B (
    .a(a[1]), 
    .b(b[1]), 
    .ci(co0), 
    .op(op), 
    .less(1'b0),
	 .set(),
    .r(r[1]), 
    .co(co1)
    );
	 alu1b C (
    .a(a[2]), 
    .b(b[2]), 
    .ci(co1), 
    .op(op), 
    .less(1'b0),
	 .set(),
    .r(r[2]), 
    .co(co2)
    );
	 alu1b D (
    .a(a[3]), 
    .b(b[3]), 
    .ci(co2), 
    .op(op), 
    .less(1'b0),
	 .set(),
    .r(r[3]), 
    .co(co3)
    );
	 alu1b E (
    .a(a[4]), 
    .b(b[4]), 
    .ci(co3), 
    .op(op), 
    .less(1'b0),
	 .set(),
    .r(r[4]), 
    .co(co4)
    );
	 alu1b F (
    .a(a[5]), 
    .b(b[5]), 
    .ci(co4), 
    .op(op), 
    .less(1'b0),
	 .set(),
    .r(r[5]), 
    .co(co5)
    );
	 alu1b G (
    .a(a[6]), 
    .b(b[6]), 
    .ci(co5), 
    .op(op), 
    .less(1'b0),
	 .set(),
    .r(r[6]), 
    .co(co6)
    );
	 alu1b H (
    .a(a[7]), 
    .b(b[7]), 
    .ci(co6), 
    .op(op), 
    .less(1'b0),
	 .set(),
    .r(r[7]), 
    .co(co7)
    );
	 alu1b I (
    .a(a[8]), 
    .b(b[8]), 
    .ci(co7), 
    .op(op), 
    .less(1'b0),
	 .set(),
    .r(r[8]), 
    .co(co8)
    );
	 alu1b J (
    .a(a[9]), 
    .b(b[9]), 
    .ci(co8), 
    .op(op), 
    .less(1'b0),
	 .set(),
    .r(r[9]), 
    .co(co9)
    );
	 alu1b K (
    .a(a[10]), 
    .b(b[10]), 
    .ci(co9), 
    .op(op), 
    .less(1'b0),
	 .set(),
    .r(r[10]), 
    .co(co10)
    );
	 alu1b L (
    .a(a[11]), 
    .b(b[11]), 
    .ci(co10), 
    .op(op), 
    .less(1'b0),
	 .set(),
    .r(r[11]), 
    .co(co11)
    );
	 alu1b M (
    .a(a[12]), 
    .b(b[12]), 
    .ci(co11), 
    .op(op), 
    .less(1'b0),
	 .set(),
    .r(r[12]), 
    .co(co12)
    );
	 alu1b N (
    .a(a[13]), 
    .b(b[13]), 
    .ci(co12), 
    .op(op), 
    .less(1'b0),
	 .set(),
    .r(r[13]), 
    .co(co13)
    );
	 alu1b O (
    .a(a[14]), 
    .b(b[14]), 
    .ci(co13), 
    .op(op), 
    .less(1'b0),
	 .set(),
    .r(r[14]), 
    .co(co14)
    );
	 alu1b P (
    .a(a[15]), 
    .b(b[15]), 
    .ci(co14), 
    .op(op), 
    .less(1'b0),
	 .set(isLess),
    .r(r[15]), 
    .co(co15)
    );
	 assign ovflw = co15 ^ co14;
	 assign zero = (r == 0);
endmodule
`timescale 1ns / 1ps
module alu1b(
	 input a,
    input b,
    input ci,
    input [1:0] op,
	 input less,
	 output reg set,
    output reg r,
    output co
    );
	 parameter Or = 0;
	 parameter Add = 1;
	 parameter Sub = 2;
	 parameter SLT = 3;
	 reg adderIn;
	 wire adderOut;
	 always @(*) begin
		case (op)				
			Add: adderIn <= b;
			Sub: adderIn <= ~b;
			SLT: adderIn <= ~b;
			default: adderIn <= b;
		endcase
	end
	add1b A (
    .a(a), 
    .b(adderIn), 
    .ci(ci), 
    .r(adderOut), 
    .co(co)
    );
	 always @(*) begin
		set <= 0;
		case(op)
			Or: r <= a | b;
			Add: r <= adderOut;
			Sub: r <= adderOut;
			SLT: 
				begin
					r <= less;
					set <= adderOut;
				end
			default: r <= a | b;
		endcase
	end					
endmodule
`timescale 1ns / 1ps
module ex_stack(
    input [15:0] pushVal,
    input popNum,
    input [1:0] dupNum,
    output reg[15:0] outA,
    output reg[15:0] outB,
    input [1:0] ESOp,
	 input ESAct,
	 input clk,
	 input reset
    );
	reg [15:0] stack[0:31];
	integer tos = 32;
	always @ (posedge clk) begin
		if(reset == 1)
			tos <= 32;
		else
			tos <= tos;
		if(ESAct) begin
			case (ESOp)
				0: if(tos > 0) begin
						stack[tos - 1] <= pushVal; 
						tos <= tos - 1;
					end
					else ;
				1: case(popNum)
						0: if (tos < 32) begin
								tos <= tos + 1;
							end
							else ;
						1: if(tos < 31) begin
								tos <= tos + 2;
							end
							else ;
						default: if (tos < 32) begin
								tos <= tos + 1;
							end
							else ;
					endcase
				2: case(dupNum)
						0: if(tos > 0 && tos < 32) begin
								stack[tos - 1] <= stack[tos];
								tos <= tos - 1;
							end
							else ;
						1: if(tos > 1 && tos < 31) begin
								stack[tos - 2] <= stack[tos];
								stack[tos - 1] <= stack[tos + 1];
								tos <= tos - 2;
							end
							else ;
						2: if(tos > 2 && tos < 30) begin
								stack[tos - 3] <= stack[tos];
								stack[tos - 2] <= stack[tos + 1];
								stack[tos - 1] <= stack[tos + 2];
								tos <= tos - 3;
							end
							else ;
						3: if(tos > 3 && tos < 29) begin
								stack[tos - 4] <= stack[tos];
								stack[tos - 3] <= stack[tos + 1];
								stack[tos - 2] <= stack[tos + 2];
								stack[tos - 1] <= stack[tos + 3];
								tos <= tos - 4;		
							end
							else ;
						default: if(tos > 0 && tos < 32) begin
								stack[tos - 1] <= stack[tos];
								tos <= tos - 1;
							end
							else ;
					endcase
				3: if(tos > 0) begin
						stack[tos] <= stack[tos + 1];
						stack[tos + 1] <= stack[tos];
					end
					else ;
				default: if(tos > 0) begin
						stack[tos - 1] <= pushVal; 
						tos <= tos - 1;
					end
					else ;
			endcase
		end
	end
	always @ (tos, stack[tos], stack[tos + 1], clk) begin
			outA <= stack[tos];
			outB <= stack[tos + 1];
	end
endmodule
`timescale 1ns / 1ps
module register(
				input regWrite,
            input clk,
				input reset,
            input [15:0] w_data,
				output reg[15:0]r_data
    );
	     always @(negedge clk)
    begin
		  if(reset == 1) r_data <= 0;
        else if(regWrite == 1) r_data <= w_data;
		  else r_data <= r_data;
    end
endmodule
```
`./run.sh`:
```
#!/bin/bash
# OpenROAD 26Q1-2900-gdf79404cd8, Yosys 0.63+post, stock flow scripts
make -C /OpenROAD-flow-scripts/flow DESIGN_CONFIG=/design/flow/config.mk WORK_HOME=/design/flow/orfs finish
```
==> qor.yml <==
cts_tree: "built"
drive_above_1_share_pct: 24.60
ctsLongestPathBuffers: 3
relSlewSlack_pct: 26.49
max_cap_violations: 0
viasPerCell: 6.836
die_h_um: 439.1
grt_pass1_wl_mm: 416.2
critical_path.max_stage_delay_ns: 0.59
hold_viol: 0
clock_latency_ns: 0.72
tightest_slew_ns: 1.094
fp_util_pct: 30.16
finalSetupTns_ns: 0
syn_area_um2: 57310
postRouteAntennaNets: 0
ys_types: 97
crit_arrival_ns: 28.45
cts_resized: 0
io_buffers: 44
detailed_place_hpwl_mm: 197.9
chipArea_um2: 192800
synth_warnings: 5
yosysChipArea_um2: 57310
synthCells: 6002
die_w_um: 439.1
cts_root_buf: "clkbuf_16"
areaGrowthSynthToFinish_pct: 11.96
leakage_nw: 20.88
synth-edff-count: 544
antenna_found_initial: 11
min_path_type: "register to register"
p_per_area_nw_per_um2: 32.55
postSynthSeqShare_pct: 29.62
worst-path-max-fanout: 12
wire_per_inst_um: 35.62
syn-mean-instance-area_um2: 9.548
place_ws_ns: 8.618
drt_iter0_markers: 7406
clk_pin_slew_worst_paths_ns: 0.06
criticalPathCategory: "register to output pin"
first_global_vias: 54460
setup_viol: 0
h-tree-depth: 3
ys.flop_type: "edfxtp_1"
num_vias: 57330
grt_overflow: 0
grt_setup_unrepaired: "no"
power_w: 0.002088
start_kind: "register"
critical_path.cell_chain: "inv_1 > o31ai_1 > a21oi_1 > o221ai_4 > a21oi_2 > o2bb2ai_2 > a32o_2 > a32oi_2 > nor4_1 > o211a_1 > o31ai_1 > and2_1 > or4b_1 > nor3_1 > nor3b_1 > clkdlybuf4s50_1"
drc: 0
cts_buffers: 75
fin_hold_ws_ns: 0.8206
finalWorstSetupSlack_ns: 7.953
finalWirelength_mm: 298.7
slew_viol_final: 0
async_reset_ff_share_pct: 0
grt_max_degree: 101
finClkSkew_ns: 0.04034
post_cts_buffers: 0
path_common_cell: "o31ai_1"
cpMaxStageDelayCell: "nor4_1"
firstDrtPassIters: 10
yosys_cells: 6002
core_area_um2: 190000
num_rows: 160
cts-hold-fix-buffers: 0
ir_drop_v: 0.00002771
finalWeightedCongestion: 1.098
grt_usage_pct: 31.85
boundaryPins: 45
end_kind: "output pin"
worstPathRequired_ns: 36.40
cts.sinks: 576
status: "complete, no violations"
ys_ff: 576
warnings: 77
sequential cells by signal, summed over array words and instances (netlist names):
signal	cells
B.r_data	16
ES.tos	32
ES.stack	512
A.r_data	16
stage by stage:
stage	util, %	area [um^2]	std cells
finish	33.77	64160	8387
detailed placement	32.42	61600	8216
floorplan	-	57310	6002
global placement	32.42	61600	8216
global route	33.77	64150	8383
CTS	33.77	64150	8382
path summary, 6_finish.rpt:
kind,from,to,slack (ns),cells past startpoint
worst min register to register,ES.tos[19],ES.tos[19],0.82,2
worst max-delay path,A.r_data[1],zero_out,7.95,16
worst max register to register,A.r_data[1],ES.stack[11][12],17.03,16
worst min-delay path,ES.tos[19],ES.tos[19],0.82,2
placed cells by master, fill, tap and decap left out, drive strengths merged, types with 24 or more instances in the layout:
cell type,synthesis,layout
nand2,689,689
o31ai,32,32
dfxtp,32,32
buf,166,385
o211ai,184,184
mux4,586,586
xnor2,47,47
or3,32,32
clkinv,1,27
a311oi,42,42
a221oi,88,88
nand3,71,71
nor3,157,157
nor4,24,24
o32a,35,35
nor2b,29,29
o311ai,49,49
o21ai,467,467
a22oi,34,34
mux2i,115,115
mux2,154,154
a211oi,163,163
inv,63,99
and3,30,30
nor2,586,586
a31oi,82,82
a21oi,628,628
o41ai,31,31
and2,28,28
edfxtp,544,544
clkbuf,559,86
clkdlybuf4s50,0,43
o22ai,35,35
cells by family (layout without fill, tap and decap cells):
kind of cell	after synthesis	in the layout	share of synthesized area (%)
adders and majority gates	23	23	0.5153
DFF	576	576	29.62
muxes	855	855	28.08
other	0	5	0
xor gates and xnor gates	70	70	1.142
buffers and inverters	789	658	5.602
AOI/OAI and AO/OA	1989	1989	22.42
and+or+nand+nor	1700	1700	12.62
critical path: cells and delay by family, from the launching register on:
family          cells  cell delay (ns)
flops               1             0.57
compound gates      9             2.17
buf+inv             2             0.59
simple gates        5             1.65
cells in the mapped netlist (31+ instances only):
| master | n | area [um^2] |
|---|---|---|
| mux2_2 | 153 | 1723 |
| o21ai_0 | 449 | 2247 |
| mux2i_1 | 114 | 1141 |
| nand3_1 | 71 | 355.3 |
| nor2_1 | 586 | 2200 |
| or3_1 | 32 | 200.2 |
| nand2_1 | 689 | 2586 |
| xnor2_1 | 47 | 411.6 |
| a211oi_1 | 163 | 1224 |
| a21oi_1 | 627 | 3138 |
| edfxtp_1 | 544 | 16340 |
| a31oi_1 | 79 | 494.2 |
| clkbuf_1 | 559 | 2098 |
| o32a_1 | 35 | 350.3 |
| inv_1 | 61 | 229.0 |
| mux4_2 | 586 | 13200 |
| o41ai_1 | 31 | 271.5 |
| a22oi_1 | 32 | 240.2 |
| dfxtp_1 | 32 | 640.6 |
| nor3_1 | 152 | 760.7 |
| buf_1 | 48 | 180.2 |
| o22ai_1 | 35 | 219.0 |
| a221oi_1 | 61 | 534.3 |
| o311ai_0 | 41 | 359.1 |
| buf_2 | 85 | 425.4 |
| a311oi_1 | 40 | 350.3 |
| o211ai_1 | 184 | 1381 |
layer usage:
metal | part of all wire [%] | vias to the layer above | global-route usage [%]
li1 | - | 23250 | -
met1 | 32 | 27180 | 35.70
met2 | 40 | 5474 | 42.13
met3 | 19 | 1383 | 23.75
met4 | 8.5 | 47 | 19.33
met5 | 0.67 | - | 7.717
power by group:
part | internal, W | leakage, nW | switching (W)
Sequential | 0.000613 | 5.20 | 0.0000176
Combinational | 0.000285 | 14.3 | 0.000536
Clock | 0.000356 | 1.34 | 0.000281
cell type report:
class,instances,area [um^2]
Multi-Input combinational cell,4637,37850
Antenna cell,5,12.51
Inverter,63,236.5
Tap cell,2511,3142
Sequential cell,576,16980
Fill cell,18690,125800
Timing Repair Buffer,428,3393
Clock inverter,81,595.6
Clock buffer,86,1959
Power and IR drop assume default switching activity.
