===== flow/run.sh =====
#!/bin/bash
# OpenROAD 26Q1-2900-gdf79404cd8, Yosys 0.63+post, stock flow scripts
make -C /OpenROAD-flow-scripts/flow DESIGN_CONFIG=/design/flow/config.mk WORK_HOME=/design/flow/orfs finish

===== flow/config.mk =====
export PLATFORM = sky130hd
export DESIGN_NAME = ES_subsys
export DESIGN_NICKNAME = ES_subsys
export VERILOG_FILES = /design/flow/design.v
export SDC_FILE = /design/flow/constraint.sdc
export NUM_CORES = 4
export LEC_CHECK = 1
export CORE_UTILIZATION = 30

===== flow/constraint.sdc =====
current_design ES_subsys

set clk_period 35.5
set clk_io_pct 0.2

create_clock -name clk0 -period $clk_period [get_ports {clk}]

set non_clock_inputs [all_inputs -no_clocks]
set_input_delay [expr $clk_period * $clk_io_pct] -clock clk0 $non_clock_inputs
set_output_delay [expr $clk_period * $clk_io_pct] -clock clk0 [all_outputs]

===== flow/design.v =====
`timescale 1ns / 1ps
module ES_subsys(
	 clk,
	 reset,
    IRw,
    popAmt,
    ESAct,
    ESop,
	 ALUOp,
	 ALUSrcB,
    PushValw,
    aWire,
    SEw,
    ALUOutWire,
    bWire,
    zero,
	 overflow
    );
	 input popAmt;
	 input ESAct;
	 input [1:0] ESop;
	 input [1:0] ALUOp;
	 input ALUSrcB;
	 input clk;
	 input reset;
	 input [15:0] IRw;
	 input [15:0] PushValw;
	 output [15:0] aWire;
	 output[15:0] bWire;
	 output [15:0] SEw;
	 output [15:0] ALUOutWire;
	 output zero;
	 output overflow;
	 wire [15:0] stack_rega;
	 wire [15:0] stack_regb;
	 wire [15:0] alu_aluout;
	 reg [15:0] mux_alu;
	 always @ (*) begin
		case(ALUSrcB)
			0: mux_alu <= bWire;
			1: mux_alu <= SEw;
			default: mux_alu <= bWire;
		endcase
	 end
	 ex_stack ES(
	 .pushVal(PushValw),
    .popNum(popAmt),
    .dupNum(IRw[1:0]),
    .outA(stack_rega),
    .outB(stack_regb),
    .ESOp(ESop),
	 .ESAct(ESAct),
	 .clk(clk),
	 .reset(reset)
	 );
register A (
	 .regWrite(1'b1), 
    .clk(clk), 
	 .reset(reset),
    .w_data(stack_rega), 
    .r_data(aWire)
    );
register B (
	 .regWrite(1'b1), 
    .clk(clk), 
	 .reset(reset),
    .w_data(stack_regb), 
    .r_data(bWire)
    );
sign_extend signExtend (
    .in(IRw[11:4]), 
    .extended(SEw)
    );
alu16b ALUmachine (
    .a(aWire), 
    .b(mux_alu), 
    .op(ALUOp), 
    .r(alu_aluout), 
    .ovflw(overflow), 
    .zero(zero)
    );
register ALUOut (
	 .regWrite(1'b1), 
    .clk(clk), 
	 .reset(reset),
    .w_data(alu_aluout), 
    .r_data(ALUOutWire)
    );
endmodule
`timescale 1ns / 1ps
module add1b(
    input a,
    input b,
    input ci,
    output r,
    output co
    );
	 assign r = (ci & ~a & ~b) | (~ci & a & ~b) | (~ci & ~a & b) | (ci & a & b);
	 assign co = (ci & a) | (ci & b) | (a & b);
endmodule
`timescale 1ns / 1ps
module alu16b(
    input [15:0] a,
    input [15:0] b,
    input [1:0] op,
    output [15:0] r,
	 output ovflw,
	 output zero
    );
	 wire co0;
	 wire co1;
	 wire co2;
	 wire co3;
	 wire co4;
	 wire co5;
	 wire co6;
	 wire co7;
	 wire co8;
	 wire co9;
	 wire co10;
	 wire co11;
	 wire co12;
	 wire co13;
	 wire co14;
	 wire co15;
	 wire isLess;
	alu1b A (
    .a(a[0]), 
    .b(b[0]), 
    .ci(op[1]), 
    .op(op), 
    .less(isLess),
	 .set(),
    .r(r[0]), 
    .co(co0)
    );
	 alu1b B (
    .a(a[1]), 
    .b(b[1]), 
    .ci(co0), 
    .op(op), 
    .less(1'b0),
	 .set(),
    .r(r[1]), 
    .co(co1)
    );
	 alu1b C (
    .a(a[2]), 
    .b(b[2]), 
    .ci(co1), 
    .op(op), 
    .less(1'b0),
	 .set(),
    .r(r[2]), 
    .co(co2)
    );
	 alu1b D (
    .a(a[3]), 
    .b(b[3]), 
    .ci(co2), 
    .op(op), 
    .less(1'b0),
	 .set(),
    .r(r[3]), 
    .co(co3)
    );
	 alu1b E (
    .a(a[4]), 
    .b(b[4]), 
    .ci(co3), 
    .op(op), 
    .less(1'b0),
	 .set(),
    .r(r[4]), 
    .co(co4)
    );
	 alu1b F (
    .a(a[5]), 
    .b(b[5]), 
    .ci(co4), 
    .op(op), 
    .less(1'b0),
	 .set(),
    .r(r[5]), 
    .co(co5)
    );
	 alu1b G (
    .a(a[6]), 
    .b(b[6]), 
    .ci(co5), 
    .op(op), 
    .less(1'b0),
	 .set(),
    .r(r[6]), 
    .co(co6)
    );
	 alu1b H (
    .a(a[7]), 
    .b(b[7]), 
    .ci(co6), 
    .op(op), 
    .less(1'b0),
	 .set(),
    .r(r[7]), 
    .co(co7)
    );
	 alu1b I (
    .a(a[8]), 
    .b(b[8]), 
    .ci(co7), 
    .op(op), 
    .less(1'b0),
	 .set(),
    .r(r[8]), 
    .co(co8)
    );
	 alu1b J (
    .a(a[9]), 
    .b(b[9]), 
    .ci(co8), 
    .op(op), 
    .less(1'b0),
	 .set(),
    .r(r[9]), 
    .co(co9)
    );
	 alu1b K (
    .a(a[10]), 
    .b(b[10]), 
    .ci(co9), 
    .op(op), 
    .less(1'b0),
	 .set(),
    .r(r[10]), 
    .co(co10)
    );
	 alu1b L (
    .a(a[11]), 
    .b(b[11]), 
    .ci(co10), 
    .op(op), 
    .less(1'b0),
	 .set(),
    .r(r[11]), 
    .co(co11)
    );
	 alu1b M (
    .a(a[12]), 
    .b(b[12]), 
    .ci(co11), 
    .op(op), 
    .less(1'b0),
	 .set(),
    .r(r[12]), 
    .co(co12)
    );
	 alu1b N (
    .a(a[13]), 
    .b(b[13]), 
    .ci(co12), 
    .op(op), 
    .less(1'b0),
	 .set(),
    .r(r[13]), 
    .co(co13)
    );
	 alu1b O (
    .a(a[14]), 
    .b(b[14]), 
    .ci(co13), 
    .op(op), 
    .less(1'b0),
	 .set(),
    .r(r[14]), 
    .co(co14)
    );
	 alu1b P (
    .a(a[15]), 
    .b(b[15]), 
    .ci(co14), 
    .op(op), 
    .less(1'b0),
	 .set(isLess),
    .r(r[15]), 
    .co(co15)
    );
	 assign ovflw = co15 ^ co14;
	 assign zero = (r == 0);
endmodule
`timescale 1ns / 1ps
module alu1b(
	 input a,
    input b,
    input ci,
    input [1:0] op,
	 input less,
	 output reg set,
    output reg r,
    output co
    );
	 parameter Or = 0;
	 parameter Add = 1;
	 parameter Sub = 2;
	 parameter SLT = 3;
	 reg adderIn;
	 wire adderOut;
	 always @(*) begin
		case (op)				
			Add: adderIn <= b;
			Sub: adderIn <= ~b;
			SLT: adderIn <= ~b;
			default: adderIn <= b;
		endcase
	end
	add1b A (
    .a(a), 
    .b(adderIn), 
    .ci(ci), 
    .r(adderOut), 
    .co(co)
    );
	 always @(*) begin
		set <= 0;
		case(op)
			Or: r <= a | b;
			Add: r <= adderOut;
			Sub: r <= adderOut;
			SLT: 
				begin
					r <= less;
					set <= adderOut;
				end
			default: r <= a | b;
		endcase
	end					
endmodule
`timescale 1ns / 1ps
module ex_stack(
    input [15:0] pushVal,
    input popNum,
    input [1:0] dupNum,
    output reg[15:0] outA,
    output reg[15:0] outB,
    input [1:0] ESOp,
	 input ESAct,
	 input clk,
	 input reset
    );
	reg [15:0] stack[0:31];
	integer tos = 32;
	always @ (posedge clk) begin
		if(reset == 1)
			tos <= 32;
		else
			tos <= tos;
		if(ESAct) begin
			case (ESOp)
				0: if(tos > 0) begin
						stack[tos - 1] <= pushVal; 
						tos <= tos - 1;
					end
					else ;
				1: case(popNum)
						0: if (tos < 32) begin
								tos <= tos + 1;
							end
							else ;
						1: if(tos < 31) begin
								tos <= tos + 2;
							end
							else ;
						default: if (tos < 32) begin
								tos <= tos + 1;
							end
							else ;
					endcase
				2: case(dupNum)
						0: if(tos > 0 && tos < 32) begin
								stack[tos - 1] <= stack[tos];
								tos <= tos - 1;
							end
							else ;
						1: if(tos > 1 && tos < 31) begin
								stack[tos - 2] <= stack[tos];
								stack[tos - 1] <= stack[tos + 1];
								tos <= tos - 2;
							end
							else ;
						2: if(tos > 2 && tos < 30) begin
								stack[tos - 3] <= stack[tos];
								stack[tos - 2] <= stack[tos + 1];
								stack[tos - 1] <= stack[tos + 2];
								tos <= tos - 3;
							end
							else ;
						3: if(tos > 3 && tos < 29) begin
								stack[tos - 4] <= stack[tos];
								stack[tos - 3] <= stack[tos + 1];
								stack[tos - 2] <= stack[tos + 2];
								stack[tos - 1] <= stack[tos + 3];
								tos <= tos - 4;		
							end
							else ;
						default: if(tos > 0 && tos < 32) begin
								stack[tos - 1] <= stack[tos];
								tos <= tos - 1;
							end
							else ;
					endcase
				3: if(tos > 0) begin
						stack[tos] <= stack[tos + 1];
						stack[tos + 1] <= stack[tos];
					end
					else ;
				default: if(tos > 0) begin
						stack[tos - 1] <= pushVal; 
						tos <= tos - 1;
					end
					else ;
			endcase
		end
	end
	always @ (tos, stack[tos], stack[tos + 1], clk) begin
			outA <= stack[tos];
			outB <= stack[tos + 1];
	end
endmodule
`timescale 1ns / 1ps
module register(
				input regWrite,
            input clk,
				input reset,
            input [15:0] w_data,
				output reg[15:0]r_data
    );
	     always @(negedge clk)
    begin
		  if(reset == 1) r_data <= 0;
        else if(regWrite == 1) r_data <= w_data;
		  else r_data <= r_data;
    end
endmodule
`timescale 1ns / 1ps
module sign_extend(
    input [7:0] in,
    output [15:0] extended
    );
	assign extended[15:0] = {{8{in[7]}}, in[7:0]};
endmodule

==> run_results.csv <==
group,metric,value,unit
sta,hold_viol,0,
drt,dr_total_vias,54010,
drt,drt_iter0_drc,5828,
drt,route.detailed.vias_per_inst,6.429,
clock_network,clkSlewWorstSetupHoldPaths,0.06,ns
setup_path,endpoint_of_the_lowest_slack_register_to_register_path,"A.r_data[15]",
clock_network,root_buffer,"clkbuf_16",
global_route,total_grt_usage,0.2807,
yosys,syn_avg_cell_area,9.610,um^2
global_route,gr-usage-met1,0.3112,
setup_path,path_cells,"mux2i_1 -> xnor2_1 -> fa_1 -> inv_1 -> a221oi_1 -> a211oi_2 -> nand2_1 -> a211oi_1 -> or3_1 -> o41ai_1 -> a221oi_1 -> o311a_1 -> o31a_1 -> o31a_1 -> o21ai_2 -> maj3_1 -> mux2_2 -> o21ba_2 -> nor2_1 -> xnor2_2 -> a211oi_2 -> a2111oi_2 -> clkdlybuf4s50_1",
pwr,total_power_consumption_of_the_routed_design,2.880,mW
yosys,prevailing_logic_family_in_the_synthesized_netlist,"multiplexers",
global_route,grt_use_met2,0.3740,
yosys,ys_cells,6019,
clock_network,clkSinkCount,592,
layout,layout-drive-gt1-share,0.2090,
global_route,grt_first_pass_wirelength,374300,um
yosys,yosysChipArea,57840,um^2
setup_path,critPathArrivalTime,25.27,ns
sta,grt_setup_unrepaired,"no",
clock_network,postCtsHoldBufs,0,
placed_design,routabilityCongestion,1.030,
setup_path,critical_path_required,28.40,ns
pwr,cellPowerDensity,44.28,nW/um^2
yosys,synthDistinctLibCells,84,
clock_network,postCtsSetupRepairBufs,0,
worst_hold_path,holdCritStartpoint,"ES.tos[28]",
clock_network,cts_made_buffers,78,
floorplanning,coreArea,190800,um^2
yosys,synth-adder-area-share,0.004348,
yosys,yosys-mux-area-fraction,0.3507,
clock_network,tritoncts,"built",
global_route,grt_use_met3,0.2225,
setup_path,critPathKind,"reg2out",
setup_path,worst_case_reg_to_reg_path_depth,11,
yosys,edf_count,514,
clock_network,clock_insertion_delay_worst_skew,0.71,ns
setup_path,crit_path_end_kind,"output pin",
sta,setup_tns,0,ns
drt,drcViolationCount,0,
run,timing.max_cap.violations,0,
setup_path,timing.critical_path.from,"B.r_data[0]",
drt,drt_pre_antenna_iters,6,
pwr,max-vdd-ir-drop,40.25,uV
floorplanning,die.size.y,441.1,um
global_route,first_global_vias,51220,
layout,layout-area-overhead-vs-synth,12.46,%
setup_path,crit_slowest_cell,"clkdlybuf4s50_1",
yosys,leading_post_synthesis_cells_by_instance_count,"nand2_1, o21ai_0, mux4_2, mux2i_1, clkbuf_1",
floorplanning,initCoreUtil,0.3032,
yosys,postSynthCellCount,6019,
yosys,post_synthesis_cell_type_with_the_largest_instance_count,"nand2_1",
yosys,synth-warning-count,4,
worst_hold_path,timing.hold.worst.class,"reg2reg",
global_route,global_route.overflow_total,0,
worst_hold_path,holdPathEnd,"ES.tos[28]",
yosys,synth_largest_type_area_fraction,0.2668,
yosys,ys_dominant_reg_cell,"edfxtp_1",
setup_path,timing.critical_path.fanout_max,9,
sta,finClkSkew,0.03245,ns
floorplanning,die_width,441.1,um
setup_path,sort_of_element_at_the_start_of_the_critical_path,"flop",
yosys,sequential_element_share_of_the_synthesized_area,0.2938,
yosys,synth-seq-cells,592,
floorplanning,std_cell_rows,160,
sta,worst_hold_slack,0.6289,ns
yosys,synth_async_sr_flop_share,0,
clock_network,post_cts.resized_instances,0,
setup_path,worst_path_dominant_cell_family,"AND-OR/OR-AND gates",
global_route,peak_usage_layer_in_the_global_routing_report,"met2",
placed_design,dp.final_hpwl,170400,um
setup_path,worstReg2RegStart,"ES.tos[0]",
run_status,status,"completed",
drt,detail_route.wl_per_cell,31.61,um
yosys,top_area_cell,"edfxtp_1",
drt,postRouteAntennaNets,0,
placed_design,port-buffer-count,100,
yosys,simple_gate_share,0.1215,
yosys,synth.cellmix.xorXnorShare,0.008761,
sta,timing.final.setup_violations,0,
yosys,aoi_share,0.1686,
setup_path,worst-r2r-setup-slack,11.62,ns
clock_network,clock_tree_buf_depth,3,
placed_design,pre_cts_ws,3.495,ns
floorplanning,die-area,194600,um^2
setup_path,slowest_delay,0.57,ns
sta,max-slew-margin-rel,0.2588,
yosys,synthesis.area,57840,um^2
worst_hold_path,timing.hold.worst_path_depth,2,
pwr,leakage_dissipation,21.62,nW
setup_path,timing.critical_path.buf_inv,2,
clock_network,cts.htree.levels,3,
yosys,yosys-top-cells-area,"edfxtp_1, mux4_2, mux2i_1",
layout,post-route-util,0.3409,
run,warnings,94,
drt,wl,265600,um
global_route,grt_antenna_before_repair,13,
floorplanning,number_of_top_level_pins,107,
sta,final_number_of_max_transition_violations,0,
sta,worst_pin_slew,1.112,ns
global_route,grt_max_degree,104,
sta,timing.final.ws_setup,3.126,ns
-- sequential cells by signal (all words and copies together) (netlist names) --
| signal | count |
|---|---|
| A.r_data | 16 |
| B.r_data | 16 |
| ES.tos | 32 |
| ES.stack | 512 |
| ALUOut.r_data | 16 |
-- cells in the final DEF, fill, tap and decap left out, drive strengths merged, types with 39 or more instances in the layout --
| cell | netlist | final |
|---|---|---|
| a211oi | 39 | 39 |
| a21oi | 188 | 188 |
| o21ai | 939 | 939 |
| dfxtp | 78 | 78 |
| edfxtp | 514 | 514 |
| mux2i | 593 | 593 |
| clkbuf | 569 | 102 |
| nor2 | 323 | 323 |
| nand3 | 103 | 103 |
| clkdlybuf4s50 | 0 | 97 |
| nor3 | 62 | 62 |
| inv | 28 | 75 |
| buf | 162 | 316 |
| xnor2 | 42 | 42 |
| o211ai | 270 | 270 |
| nand2 | 1054 | 1054 |
| mux4 | 631 | 631 |
-- tightest hold or removal path: stages (launching register included) --
cell and delay (ns):
dfxtp_1 0.39, nand2_1 0.11, a22oi_1 0.07
-- layer usage --
metal | vias up | wire [um]
met3 | 987 | 52350
met5 | - | 1698
li1 | 22710 | -
met1 | 25630 | 85640
met4 | 66 | 18950
met2 | 4615 | 106900
-- power breakdown --
group | switching [mW] | internal, mW | total (mW)
sequential | 0.0401 | 0.799 | 0.839
combinational | 0.755 | 0.432 | 1.19
clock | 0.354 | 0.500 | 0.854
total | 1.15 | 1.73 | 2.88
-- kinds of logic (layout without fill, tap and decap cells) --
kind of cell    after synthesis  in the layout
compound gates             1651           1651
xor+xnor                     57             57
buf+inv                     764            630
flops                       592            592
mux                        1235           1235
simple gates               1700           1700
other cells                   0              5
fa+ha+maj                    20             20
-- how the worst max path moves through the flow --
stage	end	cells past startpoint
after CTS	zero	23
after global routing	zero	23
final	zero	23
-- through the flow --
step | cell area (um^2) | std cells
2_1_floorplan | 57840 | 6019
3_3_place_gp | 62290 | 8212
3_5_place_dp | 62290 | 8212
4_1_cts | 65030 | 8396
5_1_grt | 65040 | 8400
6_report | 65050 | 8401
-- area by class of cell --
class	instances	area (um^2)
Sequential cell	592	17000
Inverter	32	121.4
Clock buffer	102	2126
Antenna cell	5	12.51
Tap cell	2511	3142
Fill cell	18610	125700
Multi-Input combinational cell	4663	38650
Timing Repair Buffer	413	3373
Clock inverter	83	616.8
Power is estimated from default activity; no workload was simulated.
