`./run.sh`:
```
#!/bin/bash
# OpenROAD 26Q1-2900-gdf79404cd8, Yosys 0.63+post, stock flow scripts
make -C /OpenROAD-flow-scripts/flow DESIGN_CONFIG=/design/flow/config.mk WORK_HOME=/design/flow/orfs finish
```
`./config.mk`:
```
export PLATFORM = sky130hd
export DESIGN_NAME = PushSrc_and_ES_sub1_d
export DESIGN_NICKNAME = PushSrc_and_ES_sub1_d
export VERILOG_FILES = /design/flow/design.v
export SDC_FILE = /design/flow/constraint.sdc
export NUM_CORES = 4
export LEC_CHECK = 1
export CORE_UTILIZATION = 50
```
`./constraint.sdc`:
```
current_design PushSrc_and_ES_sub1_d

set clk_period 33.1
set clk_io_pct 0.2

create_clock -name clk0 -period $clk_period [get_ports {clk}]

set non_clock_inputs [all_inputs -no_clocks]
set_input_delay [expr $clk_period * $clk_io_pct] -clock clk0 $non_clock_inputs
set_output_delay [expr $clk_period * $clk_io_pct] -clock clk0 [all_outputs]
```
`./design.v`:
```
`timescale 1ns / 1ps
module PushSrc_and_ES_sub1_d(
    input [1:0] ESOp,
    input [2:0] pushSrc,
    input ESAct,
    input reset,
    input clk,
	 output [15:0] tosRega,
	 output [15:0] tosRegb
    );
wire [15:0] pushVal_stack;
wire [15:0] a_mux;
wire [15:0] b_mux;
reg [15:0] mux_pushVal;
ex_stack ES (
	 .pushVal(pushVal_stack),
    .popNum(1'b0),
    .dupNum(2'b00),
    .outA(tosRega),
    .outB(tosRegb),
    .ESOp(ESOp),
	 .ESAct(ESAct),
	 .clk(clk)
	 );
register A (
	 .regWrite(1'b1), 
    .clk(clk), 
	 .reset(reset),
    .w_data(tosRega), 
    .r_data(a_mux)
    );
register B (
	 .regWrite(1'b1), 
    .clk(clk), 
	 .reset(reset),
    .w_data(tosRegb), 
    .r_data(b_mux)
    );
register pushVal (
	 .regWrite(1'b1), 
    .clk(clk), 
	 .reset(reset),
    .w_data(mux_pushVal), 
    .r_data(pushVal_stack)
    );
	 always @ (*) begin
		case(pushSrc)
			0: mux_pushVal <= 0;
			1: mux_pushVal <= 1;
			2: mux_pushVal <= 2;
			3: mux_pushVal <= 3;
			4: mux_pushVal <= 4;
			5: mux_pushVal <= 5;
			6: mux_pushVal <= a_mux;
			7: mux_pushVal <= b_mux;
			default: mux_pushVal <= 0;
		endcase
	 end
endmodule
`timescale 1ns / 1ps
module ex_stack(
    input [15:0] pushVal,
    input popNum,
    input [1:0] dupNum,
    output reg[15:0] outA,
    output reg[15:0] outB,
    input [1:0] ESOp,
	 input ESAct,
	 input clk,
	 input reset
    );
	reg [15:0] stack[0:31];
	integer tos = 32;
	always @ (posedge clk) begin
		if(reset == 1)
			tos <= 32;
		else
			tos <= tos;
		if(ESAct) begin
			case (ESOp)
				0: if(tos > 0) begin
						stack[tos - 1] <= pushVal; 
						tos <= tos - 1;
					end
					else ;
				1: case(popNum)
						0: if (tos < 32) begin
								tos <= tos + 1;
							end
							else ;
						1: if(tos < 31) begin
								tos <= tos + 2;
							end
							else ;
						default: if (tos < 32) begin
								tos <= tos + 1;
							end
							else ;
					endcase
				2: case(dupNum)
						0: if(tos > 0 && tos < 32) begin
								stack[tos - 1] <= stack[tos];
								tos <= tos - 1;
							end
							else ;
						1: if(tos > 1 && tos < 31) begin
								stack[tos - 2] <= stack[tos];
								stack[tos - 1] <= stack[tos + 1];
								tos <= tos - 2;
							end
							else ;
						2: if(tos > 2 && tos < 30) begin
								stack[tos - 3] <= stack[tos];
								stack[tos - 2] <= stack[tos + 1];
								stack[tos - 1] <= stack[tos + 2];
								tos <= tos - 3;
							end
							else ;
						3: if(tos > 3 && tos < 29) begin
								stack[tos - 4] <= stack[tos];
								stack[tos - 3] <= stack[tos + 1];
								stack[tos - 2] <= stack[tos + 2];
								stack[tos - 1] <= stack[tos + 3];
								tos <= tos - 4;		
							end
							else ;
						default: if(tos > 0 && tos < 32) begin
								stack[tos - 1] <= stack[tos];
								tos <= tos - 1;
							end
							else ;
					endcase
				3: if(tos > 0) begin
						stack[tos] <= stack[tos + 1];
						stack[tos + 1] <= stack[tos];
					end
					else ;
				default: if(tos > 0) begin
						stack[tos - 1] <= pushVal; 
						tos <= tos - 1;
					end
					else ;
			endcase
		end
	end
	always @ (tos, stack[tos], stack[tos + 1], clk) begin
			outA <= stack[tos];
			outB <= stack[tos + 1];
	end
endmodule
`timescale 1ns / 1ps
module register(
				input regWrite,
            input clk,
				input reset,
            input [15:0] w_data,
				output reg[15:0]r_data
    );
	     always @(negedge clk)
    begin
		  if(reset == 1) r_data <= 0;
        else if(regWrite == 1) r_data <= w_data;
		  else r_data <= r_data;
    end
endmodule
```
==> run_results.csv <==
group,metric,value,unit
run_status,status,"finished, final reports clean",
grt,antenna_found_initial,6,
flow_run,maxCapViolCount,0,
timing,setup-tns-final,0,ns
clocking,clkTransAtPathRegs,0.03,ns
detailed_routing,wl_per_cell,40.1,um
critical_path,crit_arrival,7.85,ns
critical_path,cp-start-kind,"primary input",
critical_path,rr_startpoint,"ES.tos[0]$_DFFE_PP_",
timing,tightest_slew,1.19,ns
synth,yosysSeqAreaShare,0.487,
synth,yosys_area,35500,um^2
timing,hold_ws,0.457,ns
placement,gp_congestion,1.07,
synth,syn_avg_cell_area,11.6,um^2
grt,grt_max_degree,84,
grt,track_usage,0.487,
flow_run,log.warning_count,78,
synth,edf_count,544,
timing,timing.final.ws_setup,9.23,ns
floorplan,rows,97,
clocking,holdBufCountCts,0,
critical_path,required,17.08,ns
detailed_routing,drt_iter0_drc,3676,
worst_hold_path,min_from,"A.r_data[8]$_SDFF_NP0_",
detailed_routing,drt-total-wl,162000,um
layout,register_area,17300,um^2
layout,n_fill_cell,5782,
detailed_routing,drt-vias-per-instance,7.72,
clocking,clockBufferDepth,3,
detailed_routing,drc_errors,0,
floorplan,ioPinCount,40,
floorplan,coreArea,70100,um^2
timing,slew_violations,0,
floorplan,fp.dieW,268,um
power_and_ir_drop,p_leak,14.4,nW
placement,post-place-ws,8.59,ns
synth,synth_cells,3067,
synth,xor_share,0.00917,
detailed_routing,ant_nets,0,
worst_hold_path,hold_end,"pushVal.r_data[8]$_SDFF_NP0_",
timing,setup_viol,0,
critical_path,r2r_setup_slack,11.33,ns
synth,synth.distinct_cells,79,
clocking,post-cts-setup-buffer-count,0,
layout,comb_area,16700,um^2
layout,area_growth,12.2,%
detailed_routing,dr.pass1.iters,7,
synth,synth_area,35500,um^2
worst_hold_path,hold_class,"reg2reg",
clocking,cts_sinks,592,
critical_path,r2r-end,"B.r_data[10]$_SDFF_NP0_",
placement,portBuffers,39,
synth,ff_type,"edfxtp_1",
worst_hold_path,holdPathStages,2,
floorplan,fp.dieH,268,um
clocking,htree_levels,3,
floorplan,initial_core_util,0.506,
timing,fin_skew,0.0479,ns
clocking,post_cts_resized,0,
synth,synthAoiAreaFrac,0.198,
synth,muxShareOfSynthArea,0.149,
layout,drive_gt1_frac,0.185,
synth,yosysWarnings,4,
synth,ys_async_sr_fraction,0,
clocking,cts_tree,"built",
clocking,clock_latency,0.66,ns
power_and_ir_drop,ir_drop,0.0000432,V
power_and_ir_drop,p_per_area,48.2,nW/um^2
grt,grt_first_pass_wirelength,226000,um
synth,simple_gate_share,0.100,
floorplan,chipArea,72000,um^2
critical_path,path_class,"in2reg",
grt,overflow,0,
timing,grt_setup_unrepaired,"false",
placement,hpwl,104000,um
timing,hold_viol,0,
synth,ys_sh_adder,0.00212,
synth,ys_cells,3067,
critical_path,critPathMaxFanout,36,
timing,maxSlewHeadroom,0.204,
grt,grt_pass1_vias,30500,
synth,top_logic_kind,"AND-OR/OR-AND gates",
critical_path,cp-end-kind,"flip-flop",
critical_path,reg2regPathDepth,11,
clocking,root_buffer,"clkbuf_16",
synth,ys_ff,592,
detailed_routing,vias,31200,
clocking,numCtsBuffers,70,
layout,layout_top_cell,"edfxtp_1",
layout,final_cell_mix,"edfxtp_1 (544), a221oi_1 (421), mux2i_1 (304)",
[routing by layer]
metal | wire length, um | vias to the layer above | GRT usage
met3 | 28500 | 611 | 0.328
met5 | 686 | - | 0.0723
met1 | 52300 | 15300 | 0.588
met2 | 68200 | 2671 | 0.655
met4 | 12700 | 22 | 0.284
li1 | - | 12600 | -
[how the worst max path moves through the flow]
stage | startpoint | to | slack, ns | depth (start not counted)
after CTS | reset | pushVal.r_data[14]$_SDFF_NP0_ | 9.25 | 4
after global routing | reset | pushVal.r_data[9]$_SDFF_NP0_ | 9.17 | 4
final | reset | pushVal.r_data[13]$_SDFF_NP0_ | 9.23 | 4
[power by group]
part | leakage [nW] | internal (W) | switching, W | total, W
registers | 5.39 | 0.000823 | 0.00000380 | 0.000826
clock network | 1.40 | 0.000479 | 0.000352 | 0.000830
logic | 7.57 | 0.0000711 | 0.000191 | 0.000262
[Yosys cell counts (all sizes together) (64+ instances only)]
library cell,number,area [um^2]
edfxtp,544,16300
nor3,113,576
mux4,68,1530
buf,201,1050
mux2i,304,3040
nor2,90,340
nand3,138,691
a221oi,448,4090
nand2,171,644
a22oi,71,548
a21oi,106,538
clkbuf,185,699
nor4,65,428
mux2,64,721
[cells by family (layout without fill, tap and decap cells)]
kind of cell | Yosys count | count (layout)
simple gates | 707 | 707
other cells | 0 | 2
mux | 436 | 436
buf+inv | 430 | 468
flops | 592 | 592
fa+ha+maj | 6 | 6
xor+xnor | 35 | 35
compound gates | 861 | 861
[sequential cells by signal, summed over array words and instances, names as in the netlist]
register,cells
ES.stack,512
B.r_data,16
ES.tos,32
A.r_data,16
pushVal.r_data,16
[metrics by stage]
step           utilization  area [um^2]  instances  power, W
2_1_floorplan            -        35500       3067  0.000987
6_report             0.568        39800       4047   0.00192
5_1_grt              0.568        39800       4046   0.00195
3_3_place_gp         0.532        37300       3872   0.00109
4_1_cts              0.568        39800       4045   0.00190
3_5_place_dp         0.532        37300       3872   0.00110
[final cells by class]
class | count | area share
antenna | 2 | 0.000126
clock buffer | 82 | 0.0459
clock inverter | 92 | 0.0179
inverter | 43 | 0.00405
multi-input combinational | 2045 | 0.418
sequential | 592 | 0.434
tap | 940 | 0.0295
timing repair buffer | 251 | 0.0501
[critical path, stage by stage]
cell and delay, ns:
clkdlybuf4s50_1 0.45, buf_4 0.32, or2_2 0.36, nor2_1 0.09
Power figures rest on the tool's default switching activity, not on a simulated workload.
